## flow/config.mk

```make
export PLATFORM = sky130hd
export DESIGN_NAME = ROM
export DESIGN_NICKNAME = ROM
export VERILOG_FILES = /design/flow/design.v
export SDC_FILE = /design/flow/constraint.sdc
export NUM_CORES = 4
export LEC_CHECK = 1
export CORE_UTILIZATION = 30
```

## flow/constraint.sdc

```tcl
current_design ROM

set clk_period 4.7
set clk_io_pct 0.2

create_clock -name clk0 -period $clk_period [get_ports {clk}]
create_clock -name clk1 -period $clk_period [get_ports {newline}]

set non_clock_inputs [all_inputs -no_clocks]
set_input_delay [expr $clk_period * $clk_io_pct] -clock clk0 $non_clock_inputs
set_output_delay [expr $clk_period * $clk_io_pct] -clock clk0 [all_outputs]
```

## flow/design.v

```verilog
`timescale 1ns / 1ps
module chars(
    input [3:0] char,
    input [2:0] rownum,
    output reg [7:0] pixels
    );
always @(*)
        case ({char, rownum})
            7'b0000000: pixels = 8'b01111100;  
            7'b0000001: pixels = 8'b11000110;  
            7'b0000010: pixels = 8'b11001110;  
            7'b0000011: pixels = 8'b11011110;  
            7'b0000100: pixels = 8'b11110110;  
            7'b0000101: pixels = 8'b11100110;  
            7'b0000110: pixels = 8'b01111100;  
            7'b0000111: pixels = 8'b00000000;  
            7'b0001000: pixels = 8'b00110000;  
            7'b0001001: pixels = 8'b01110000;  
            7'b0001010: pixels = 8'b00110000;  
            7'b0001011: pixels = 8'b00110000;  
            7'b0001100: pixels = 8'b00110000;  
            7'b0001101: pixels = 8'b00110000;  
            7'b0001110: pixels = 8'b11111100;  
            7'b0001111: pixels = 8'b00000000;  
            7'b0010000: pixels = 8'b01111000;  
            7'b0010001: pixels = 8'b11001100;  
            7'b0010010: pixels = 8'b00001100;  
            7'b0010011: pixels = 8'b00111000;  
            7'b0010100: pixels = 8'b01100000;  
            7'b0010101: pixels = 8'b11001100;  
            7'b0010110: pixels = 8'b11111100;  
            7'b0010111: pixels = 8'b00000000;  
            7'b0011000: pixels = 8'b01111000;  
            7'b0011001: pixels = 8'b11001100;  
            7'b0011010: pixels = 8'b00001100;  
            7'b0011011: pixels = 8'b00111000;  
            7'b0011100: pixels = 8'b00001100;  
            7'b0011101: pixels = 8'b11001100;  
            7'b0011110: pixels = 8'b01111000;  
            7'b0011111: pixels = 8'b00000000;  
            7'b0100000: pixels = 8'b00011100;  
            7'b0100001: pixels = 8'b00111100;  
            7'b0100010: pixels = 8'b01101100;  
            7'b0100011: pixels = 8'b11001100;  
            7'b0100100: pixels = 8'b11111110;  
            7'b0100101: pixels = 8'b00001100;  
            7'b0100110: pixels = 8'b00011110;  
            7'b0100111: pixels = 8'b00000000;  
            7'b0101000: pixels = 8'b11111100;  
            7'b0101001: pixels = 8'b11000000;  
            7'b0101010: pixels = 8'b11111000;  
            7'b0101011: pixels = 8'b00001100;  
            7'b0101100: pixels = 8'b00001100;  
            7'b0101101: pixels = 8'b11001100;  
            7'b0101110: pixels = 8'b01111000;  
            7'b0101111: pixels = 8'b00000000;  
            7'b0110000: pixels = 8'b00111000;  
            7'b0110001: pixels = 8'b01100000;  
            7'b0110010: pixels = 8'b11000000;  
            7'b0110011: pixels = 8'b11111000;  
            7'b0110100: pixels = 8'b11001100;  
            7'b0110101: pixels = 8'b11001100;  
            7'b0110110: pixels = 8'b01111000;  
            7'b0110111: pixels = 8'b00000000;  
            7'b0111000: pixels = 8'b11111100;  
            7'b0111001: pixels = 8'b11001100;  
            7'b0111010: pixels = 8'b00001100;  
            7'b0111011: pixels = 8'b00011000;  
            7'b0111100: pixels = 8'b00110000;  
            7'b0111101: pixels = 8'b00110000;  
            7'b0111110: pixels = 8'b00110000;  
            7'b0111111: pixels = 8'b00000000;  
            7'b1000000: pixels = 8'b01111000;  
            7'b1000001: pixels = 8'b11001100;  
            7'b1000010: pixels = 8'b11001100;  
            7'b1000011: pixels = 8'b01111000;  
            7'b1000100: pixels = 8'b11001100;  
            7'b1000101: pixels = 8'b11001100;  
            7'b1000110: pixels = 8'b01111000;  
            7'b1000111: pixels = 8'b00000000;  
            7'b1001000: pixels = 8'b01111000;  
            7'b1001001: pixels = 8'b11001100;  
            7'b1001010: pixels = 8'b11001100;  
            7'b1001011: pixels = 8'b01111100;  
            7'b1001100: pixels = 8'b00001100;  
            7'b1001101: pixels = 8'b00011000;  
            7'b1001110: pixels = 8'b01110000;  
            7'b1001111: pixels = 8'b00000000;  
            7'b1010000: pixels = 8'b11111100;  
            7'b1010001: pixels = 8'b01100110;  
            7'b1010010: pixels = 8'b01100110;  
            7'b1010011: pixels = 8'b01111100;  
            7'b1010100: pixels = 8'b01100110;  
            7'b1010101: pixels = 8'b01100110;  
            7'b1010110: pixels = 8'b11111100;  
            7'b1010111: pixels = 8'b00000000;  
            7'b1011000: pixels = 8'b11111110;  
            7'b1011001: pixels = 8'b01100010;  
            7'b1011010: pixels = 8'b01101000;  
            7'b1011011: pixels = 8'b01111000;  
            7'b1011100: pixels = 8'b01101000;  
            7'b1011101: pixels = 8'b01100000;  
            7'b1011110: pixels = 8'b11110000;  
            7'b1011111: pixels = 8'b00000000;  
            7'b1100000: pixels = 8'b00110000;  
            7'b1100001: pixels = 8'b00000000;  
            7'b1100010: pixels = 8'b01110000;  
            7'b1100011: pixels = 8'b00110000;  
            7'b1100100: pixels = 8'b00110000;  
            7'b1100101: pixels = 8'b00110000;  
            7'b1100110: pixels = 8'b01111000;  
            7'b1100111: pixels = 8'b00000000;  
            7'b1101000: pixels = 8'b00000000;  
            7'b1101001: pixels = 8'b00000000;  
            7'b1101010: pixels = 8'b11001100;  
            7'b1101011: pixels = 8'b11001100;  
            7'b1101100: pixels = 8'b11001100;  
            7'b1101101: pixels = 8'b11001100;  
            7'b1101110: pixels = 8'b01110110;  
            7'b1101111: pixels = 8'b00000000;  
            7'b1110000: pixels = 8'b00000000;  
            7'b1110001: pixels = 8'b00000000;  
            7'b1110010: pixels = 8'b11111100;  
            7'b1110011: pixels = 8'b10011000;  
            7'b1110100: pixels = 8'b00110000;  
            7'b1110101: pixels = 8'b01100100;  
            7'b1110110: pixels = 8'b11111100;  
            7'b1110111: pixels = 8'b00000000;  
        default: pixels = 8'b00000000;
        endcase
endmodule
`timescale 1ns / 1ps
module ROM(
    input clk,
    input rst,
    input newline,
    input newframe,
    input [9:0] y,  
    input [9:0] x, 
    input [31:0] line,  
    input [7:0] exit_value,
    output out_R,  
    output out_G,
    output out_B
);
wire [7:0] pixels;
reg [3:0] char;
reg out;
reg [3:0] j = 0;
reg [1:0] valid;
reg out_bit_R;
reg out_bit_G;
reg out_bit_B;
assign out_R = out_bit_R;
assign out_G = out_bit_G;
assign out_B = out_bit_B;
chars chars(
    .char(char),
    .rownum(j[2:0]),
    .pixels(pixels)
);
always @(posedge clk) begin
    if ((y >= 200) && (y < 208)) begin  
        valid <= 2'b01;
    end else if ((y >= 250) && (y < 258)) begin  
        valid <= 2'b10;
    end else begin
        valid <= 2'b00;
    end
end
always @(*) begin
    case (valid)
    2'b01: begin
                case (x[9:3])
                    7'd1: char = line[3:0];
                    7'd3: char = line[7:4];
                    7'd5: char = line[11:8];
                    7'd7: char = line[15:12];
                    7'd9: char = line[19:16];
                    7'd12: char = line[23:20];
                    7'd13: char = line[27:24];
                    7'd14: char = line[31:28];
                    7'd18: char = exit_value[7:4];
                    7'd19: char = exit_value[3:0];
                default: char = 4'd15;
                endcase
            end
    2'b10: begin
                case (x[9:3])
                    7'd1: char = line[3:0];
                    7'd3: char = line[15:12];
                    7'd5: char = line[11:8];
                    7'd7: char = line[15:12];
                    7'd14: char = line[19:16];
                    7'd18: char = line[7:4];
                    7'd22: char = line[27:24];
                    7'd26: char = line[31:28];
                    7'd29: char = exit_value[7:4];
                    7'd30: char = exit_value[3:0];
                default: char = 4'd15;
                endcase
            end
    endcase
end
always @(posedge clk) begin
    if (valid) begin
        if (pixels[7 - x[2:0]]) begin
            out_bit_R <= 1;
            out_bit_G <= 1;
            out_bit_B <= 1;
        end else begin
            out_bit_R <= 0;
            out_bit_G <= 0;
            out_bit_B <= 0;
        end
    end
end
always @(posedge newline) begin
    if (valid) begin
        j <= j + 1;
    end
    if (j == 7) begin
        j <= 0;
    end
end
endmodule
```

## flow/run.sh

```bash
#!/bin/bash
# OpenROAD 26Q1-2900-gdf79404cd8, Yosys 0.63+post, stock flow scripts
make -C /OpenROAD-flow-scripts/flow DESIGN_CONFIG=/design/flow/config.mk WORK_HOME=/design/flow/orfs finish
```

==> changes_impl.md <==
## Implementation

- Status: finished, final reports clean
- Top layer in use: met4
- Synth top area share: 6.680%
- Top area cell types: ha_1 6.7%, mux2_2 5.5%, dfxtp_1 4.9%
- Met2 wire len: 3292 um
- Final WS setup: 1.292 ns
- Synthesized area: 0.002435 mm^2
- Layout Cells excl Fill: 474
- Endpoints left unconstrained: 4
- ANT nets after route: 0
- HP Class: reg2reg
- Place WS: 1.322 ns
- LEAKAGE: 1.159 nW
- Setup TNS: 0 ns
- PD cells: 291.8 mW/mm^2
- Register pins left without a clock: 4
- Core area: 0.007807 mm^2
- Clock slew at reported path FFs: 0.03 ns
- Vias per inst: 5.840
- Placed cell count: 467
- Unrepaired setup endpoints after global routing: no
- Grt ovf: 0
- Final tally of setup violations: 0
- Ys async rst share: 0%
- Tool warnings: 39
- Hold Vio Cnt, Final: 0
- Post-CTS setup buffer count: 0
- GP Congestion: 0.9102
- CTS tree: done
- Rows: 32
- DIE HEIGHT: 92.09 um
- CP max FO: 18
- First-pass DRT Iterations: 5
- Main synth FF type: dfxtp_1
- Vias in the first global route: 2547
- Peak supply drop: 0.0001459 V
- CTS resizes: 0
- Worst Setup End Kind: register
- Top-count cell post-synth: nand2_1
- N_diodes: 0
- DRC errors left: 0
- Largest net degree at the start of global routing: 46
- Layout area overhead: 28.16%
- Wirelength per Cell: 15.21 um
- Max cap viols: 0
- Top cells by count, synth: 26 x nand2_1, 22 x nor2_1, 21 x o21ai_0
- Arrival time at the worst endpoint: 3.34 ns
- Initial drt markers: 193
- Startpoint types: register
- Initial antenna violation count: 0
- Die Width: 92.09 um
- Flip-flops with a built-in enable: 1
- Hpwl dp: 5230 um
- Share of cells above drive strength 1: 9.946%
- Worst slew margin: 47.23%
- Met3 wire length: 631 um
- Total routed wirelength: 7210 um
- Yosys stat area: 0.002435 mm^2
- CP Class: reg2reg
- Routed vias: 2768
- Hold buffers post-CTS: 0
- Ys Warns: 2
- Die ar.: 0.008481 mm^2
- Met1 Wirelength: 3265 um
- Ys cells: 332
- Flops & latches, synth: 11
- Port bufs: 62
- Worst EP required: 4.63 ns
- Slew @ Worst Pin: 0.7915 ns
- First-pass GRT wire length: 12110 um
- Pre-Place Util: 31.19%
- Yosys top cell by area: ha_1
- Max-slew violation count: 0
- Syn Inst Count: 332
- I/O pins: 67
- Clk_skew: 0.001075 ns
- GR Util All Layers: 17.42%
- Unique cell types: 70
- Post-synthesis area per instance: 7.334 um^2
[where the power goes]
group          switching, W  leakage [nW]  internal, W
Sequential        0.0000436        0.0917    0.0000758
Combinational      0.000357          1.02     0.000290
Clock             0.0000321        0.0443     0.000112
Total              0.000433          1.16     0.000478
[registers in the layout, summed over array words and instances (netlist names)]
name and flops:
j 4, out_bit_R 1, char 4, valid 2
[cells in the final DEF (no fill, tap or decap), types with 8 or more instances in the layout]
master           synthesis  layout
nor2_1                  22      22
a211oi_1                 8       8
a31oi_1                  8       8
nand2_1                 26      26
mux2_2                  12      12
mux2i_1                 12      12
inv_1                   13      13
nand3_1                  8       8
a21oi_1                 18      18
nand2b_1                 8       8
o21ai_0                 21      21
clkdlybuf4s50_1          0      62
nor2b_1                 11      11
ha_1                    13      13
[cells by family (layout without fill, tap and decap cells)]
family          count (synthesis)  after routing  share of synthesized area [%]
simple gates                  121            121                          27.60
compound gates                111            111                          32.27
buf+inv                        46             86                          9.352
mux                            29             29                          15.11
fa+ha+maj                      13             13                          6.681
flops                           7              7                          6.167
latches                         4              4                          2.467
xor+xnor                        1              1                         0.3598
[worst max-delay path, cell delays in order (launching register included)]
cell and delay [ns]:
dfxtp_1 0.72, inv_1 0.38, ha_1 0.72, nor3b_1 0.30
a31oi_1 0.07, a311o_1 0.40, a221oi_1 0.28, a2111o_1 0.15
a32oi_1 0.08
[stage by stage]
| stage | power [W] | hold slack [ns] | cell area (um^2) | utilization, % |
|---|---|---|---|---|
| after global routing | 0.0009978 | 0.5829 | 3120 | 39.97 |
| after global placement | 0.0007625 | 0.5224 | 3034 | 38.86 |
| after floorplan | 0.0006059 | 0.5041 | 2435 | - |
| after detailed placement | 0.0007553 | 0.5308 | 3034 | 38.86 |
| final | 0.0009107 | 0.5406 | 3120 | 39.97 |
| after CTS | 0.0009073 | 0.5443 | 3120 | 39.97 |
[per-layer routing]
layer	up-vias	track usage, %
li1	1355	-
met1	1266	26.14
met2	145	27.67
met3	2	1.857
met4	0	2.604
met5	-	0
[cell type report]
| type | instances | area [um^2] |
|---|---|---|
| fillers | 790 | 4687 |
| multi-input cells | 275 | 1997 |
| clock buffers | 7 | 86.33 |
| flip-flops and latches | 11 | 210.2 |
| repair buffers | 66 | 650.6 |
| well taps | 102 | 127.6 |
| inverters | 13 | 48.80 |
[worst paths after layout]
| kind | start | slack [ns] | end | depth (start not counted) |
|---|---|---|---|---|
| max | j[1] | 1.29 | out_bit_R | 8 |
| min | j[3] | 0.54 | j[3] | 1 |
| max reg2reg | j[1] | 1.29 | out_bit_R | 8 |
| min reg2reg | j[3] | 0.54 | j[3] | 1 |
| max in group clk1 | j[1] | 2.56 | j[1] | 4 |
| min in group clk0 | valid[1] | 0.84 | out_bit_R | 3 |
Power and IR drop assume default switching activity.
