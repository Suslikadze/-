## design/flow/design.v

```verilog
`timescale 1ns / 1ps
module vga(
        input clk,
        input rst,
        output reg [9:0] x,
        output reg [9:0] y,
        output valid,
        output hsync,
        output vsync,
        output reg newframe, 
        output reg newline,
        output clk25_out
    );
reg clk25; 
assign hsync = x < (640 + 16) || x >= (640 + 16 + 96);
assign vsync = y < (480 + 10) || y >= (480 + 10 + 2);
assign valid = (x < 640) && (y < 480);
assign clk25_out = clk25;
always @(posedge clk) begin
    newframe <= 0;
    newline <= 0;
    clk25 <= 0;
    if (rst == 0) begin
        x <= 10'b0;
        y <= 10'b0;
        clk25 <= 1'b0;
        newframe <= 1;
        newline <= 1;
    end else begin
        clk25 <= ~clk25;
        if (clk25 == 1) begin
            if (x < 10'd799) begin
                x <= x + 1'b1;
            end else begin
                x <= 10'b0;
                newline <= 1;
                if (y < 525) begin
                    y <= y + 1'b1;    
                end else begin
                    y <= 10'b0;
                    newframe <= 1;
                end
            end
        end
    end
end
endmodule
```

## design/flow/run.sh

```bash
#!/bin/bash
# OpenROAD 26Q1-2900-gdf79404cd8, Yosys 0.63+post, stock flow scripts
make -C /OpenROAD-flow-scripts/flow DESIGN_CONFIG=/design/flow/config.mk WORK_HOME=/design/flow/orfs finish
```

## design/flow/config.mk

```make
export PLATFORM = sky130hd
export DESIGN_NAME = vga
export DESIGN_NICKNAME = vga
export VERILOG_FILES = /design/flow/design.v
export SDC_FILE = /design/flow/constraint.sdc
export NUM_CORES = 4
export LEC_CHECK = 1
export CORE_AREA = 10 10 105 105
export DIE_AREA = 0 0 115 115
```

## design/flow/constraint.sdc

```tcl
current_design vga

set clk_period 2.7
set clk_io_pct 0.2

create_clock -name clk0 -period $clk_period [get_ports {clk}]

set non_clock_inputs [all_inputs -no_clocks]
set_input_delay [expr $clk_period * $clk_io_pct] -clock clk0 $non_clock_inputs
set_output_delay [expr $clk_period * $clk_io_pct] -clock clk0 [all_outputs]
```

==> results_dict.tcl <==
# collected from the flow reports
set metrics [dict create \
    status "finished, final reports clean" \
    syn_inst 141 \
    dieArea_mm2 0.0132 \
    async_flop_share_pct 0 \
    pre_cts_ws_ns 0.741 \
    grt_start_max_net_pins 14 \
    reg2regPathDepth 6 \
    cts_inserted_buffers 3 \
    drc 0 \
    clock.fmax_ghz 0.457 \
    flop_cell "dfxtp_1" \
    cap_violations 0 \
    antenna_found_initial 0 \
    cp.required_ns 2.16 \
    post-route-min-period_ns 2.19 \
    gp_congestion 0.797 \
    grt_pass1_wl_mm 5.51 \
    numPortBuffers 27 \
    final_hold_viol_count 0 \
    cts-root-buf "clkbuf_8" \
    crit_type "flop to output port" \
    grt_util_met1_pct 6.70 \
    dr_total_vias 1077 \
    edf_count 0 \
    worstPathMaxFanout 6 \
    ys_area_mm2 0.00120 \
    diodes 0 \
    cts_setup_buffers 0 \
    grt_pass1_vias 1055 \
    hold_depth 2 \
    setup_ws_ns 0.512 \
    p_leak_nw 0.551 \
    dr.pass1.iters 4 \
    peakVddDrop_v 0.000152 \
    post_drt_wl_per_cell_um 11.7 \
    slew_viol_final 0 \
    warnings 28 \
    cts.htree.levels 1 \
    clkTransAtPathRegs_ns 0.08 \
    viasPerCell 3.90 \
    core_area_mm2 0.00876 \
    post-dp-hpwl_mm 2.45 \
    cts_resized 0 \
    ys.flops 23 \
    rsz0062_at_grt "false" \
    lay_top_count "clkdlybuf4s50_1" \
    grt.overflow.total 0 \
    synthesis.area_mm2 0.00120 \
    fin_tns_setup_ns 0 \
    core.rowCount 34 \
    io_pins 28 \
    end_kind "output port" \
    drt_iter0_drc 67 \
    skew_ns 0.00826 \
    initial_utilization_pct 13.7 \
    cts_hold_buf 0 \
    die_y_um 115 \
    antenna_left 0 \
    grtUsageMet2_pct 8.03 \
    drive_gt1_share_pct 7.74 \
    die_width_um 115 \
    cts_sinks 23 \
    syn_area_per_cell_um2 8.51 \
    tritoncts "built" \
    fin_util_pct 18.6 \
    finalSetupViolCount 0 \
    logic_area_um2 691 \
    grt_usage_pct 4.99 \
    area_growth_pct 36.1 \
    ys_warn_count 1 \
    clock_latency_ns 0.27 \
    tightestPinTransition_ns 0.570 \
    grt_util_met3_pct 1.32 \
    hold_path.class "flop to flop" \
    pwr_density_cell_mw_per_mm2 364 \
    ys_cells 141 \
    grt.busiest_layer "met2" \
    arrival_ns 1.65 \
    yosysUniqueCellTypes 39 \
    cts_buffer_depth 2 \
    min_period_over_period_pct 81.0 \
    regArea_um2 460 \
    final_cell_mix "clkdlybuf4s50_1 (27), dfxtp_1 (23), nand2_1 (17)" \
    wl_mm 3.23 \
    synth_seq_share_pct 38.4 \
    fillCellCount 981 \
    maxSlewHeadroom_pct 61.9 \
    worstSetupStartpointType "flop" \
]
[layer usage]
layer / up-vias / wire (um)
met3: 2 / 159
met5: - / 0
met4: 0 / 40
met1: 500 / 1530
met2: 16 / 1500
li1: 559 / -
[cell usage after synthesis, drive strengths merged, types with 3 or more instances]
| library cell | count | area share [%] |
|---|---|---|
| o21ai | 5 | 2.1 |
| nor3 | 7 | 2.9 |
| nand3 | 9 | 3.8 |
| o22ai | 3 | 1.6 |
| ha | 4 | 4.2 |
| nand2 | 17 | 5.3 |
| dfxtp | 23 | 38 |
| nor2 | 13 | 4.1 |
| and3 | 6 | 3.2 |
| clkbuf | 4 | 1.3 |
| xor2 | 4 | 2.9 |
| a21oi | 3 | 1.3 |
| inv | 4 | 1.3 |
| nand4 | 4 | 2.1 |
| a21boi | 3 | 1.9 |
| nand3b | 4 | 2.5 |
| xnor2 | 4 | 2.9 |
[critical path: stages, from the launching register on]
cell and delay, ns:
dfxtp_1 0.43, inv_1 0.09, nor4b_1 0.35, nand2_1 0.09, clkdlybuf4s50_1 0.42
[state kept, by name, summed over array words and instances (netlist names)]
register / cells
clk25: 1
y: 10
newline: 1
newframe: 1
x: 10
[path summary, 6_finish.rpt]
kind	from	end	slack, ns
min reg2reg	y[0]	y[0]	0.55
min	y[0]	y[0]	0.55
max reg2reg	y[0]	y[5]	0.83
max	y[1]	vsync	0.51
[per-stage QoR]
| stage | hold slack [ns] | power, W | std cells | cell area [um^2] |
|---|---|---|---|---|
| 2_1_floorplan | 0.479 | 0.000370 | 141 | 1200 |
| 3_3_place_gp | 0.531 | 0.000387 | 272 | 1590 |
| 3_5_place_dp | 0.541 | 0.000387 | 272 | 1590 |
| 4_1_cts | 0.553 | 0.000604 | 276 | 1630 |
| 5_1_grt | 0.574 | 0.000629 | 276 | 1630 |
| 6_report | 0.547 | 0.000594 | 276 | 1630 |
[final cells by class]
class / instances / area share [%]
clock buffers: 3 / 2.53
clock inverters: 1 / 0.307
inverters: 4 / 0.920
multi-input cells: 108 / 42.3
flip-flops and latches: 23 / 28.2
well taps: 108 / 8.28
repair buffers: 29 / 17.5
[logic make-up (layout without fill, tap and decap cells)]
logic type      count (synthesis)  count (layout)  synth area share [%]
compound gates                 27              27                  17.7
xor+xnor                        8               8                  5.84
fa+ha+maj                       4               4                  4.17
buf+inv                        10              37                  4.07
flops                          23              23                  38.4
simple gates                   69              69                  29.8
[report_power, final]
part           internal [W]   total, W  switching (W)
Sequential         0.000344   0.000352     0.00000769
Combinational     0.0000160  0.0000268      0.0000108
Clock              0.000103   0.000215       0.000112
No activity file was given, so power comes from the tool's default toggle rates.
